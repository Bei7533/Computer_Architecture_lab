$ cat config.mk
export PLATFORM = sky130hd
export DESIGN_NAME = Code2Inst
export DESIGN_NICKNAME = Code2Inst
export VERILOG_FILES = /design/flow/design.v
export SDC_FILE = /design/flow/constraint.sdc
export NUM_CORES = 4
export LEC_CHECK = 1
export CORE_UTILIZATION = 50
$ cat constraint.sdc
current_design Code2Inst

set clk_period 8.9
set clk_io_pct 0.2

create_clock -name clk0 -period $clk_period

set non_clock_inputs [all_inputs -no_clocks]
set_input_delay [expr $clk_period * $clk_io_pct] -clock clk0 $non_clock_inputs
set_output_delay [expr $clk_period * $clk_io_pct] -clock clk0 [all_outputs]
$ cat design.v
`timescale 1ns / 1ps
module Code2Inst (
    input[31:0] code,
    output reg [19*8-1:0] inst
);
    wire[3*8-1:0] INST_rd ={"x", num2str({3'b000,code[11]}), num2str(code[10:7])};            
    wire[3*8-1:0] INST_rs1 ={"x", num2str({3'b000,code[19]}), num2str(code[18:15])};            
    wire[3*8-1:0] INST_rs2 ={"x", num2str({3'b000,code[24]}), num2str(code[23:20])};  
    wire[3*8-1:0] imm_12 ={num2str(code[31:28]), num2str(code[27:24]), num2str(code[23:20])};
    wire[3*8-1:0] Simm_12 ={num2str(code[31:28]), num2str({code[27:25],code[11]}), num2str(code[10:7])};
    wire[4*8-1:0] SBim_12 ={num2str(code[31]),num2str({ code[7],code[30:28]}), num2str({code[27:25],code[11]}), num2str({code[10:8],1'b0})};
    wire[6*8-1:0] UJim_20 ={num2str(code[31]),num2str(code[19:16]),num2str(code[15:12]),num2str({code[20],code[30:28]}), num2str(code[27:24]), num2str({code[23:21],1'b0})};
    wire[5*8-1:0] Uimm_20 ={num2str(code[31:28]),num2str(code[27:24]),num2str(code[23:20]), num2str(code[19:16]), num2str(code[15:12])};
    wire[13*8-1:0] R_Type = {" ", INST_rd,",", INST_rs1,",",INST_rs2, " "};          
    wire[13*8-1:0] I_Type = {" ", INST_rd,",", INST_rs1,",", imm_12, "H"};           
    wire[13*8-1:0] S_Type = {" ", INST_rs1,",", INST_rs2,",", Simm_12, "H"};         
    wire[13*8-1:0] SB_Type = {" ",INST_rs1,",", INST_rs2,",", SBim_12};              
    wire[13*8-1:0] UJ_Type = {" ",INST_rd,",", UJim_20, "H "};                       
    wire[13*8-1:0] U_Type = {" ", INST_rd,",", Uimm_20, "H  "};                      
    always @* begin 
        if(code==32'h00000000) inst = "nop DStall:lw 00   ";
        else if(code==32'h00000013) inst = "nop JStall:addi0   ";
        else 
        case(code[6:2])                                              
            5'b01100:begin
                case({code[14:12],code[30]})                         
                    4'b0000: inst = {" add",R_Type, "  "};
                    4'b0001: inst = {" sub",R_Type, "  "};
                    4'b1110: inst = {" and",R_Type, "  "};
                    4'b1100: inst = {" or",R_Type, "   "};
                    4'b0100: inst = {" slt",R_Type, "  "};
                    4'b0110: inst = {" sltu",R_Type, " "};
                    4'b1010: inst = {" srl",R_Type, "  "};
                    4'b1000: inst = {" xor",R_Type, "  "};
                    4'b0010: inst = {" sll",R_Type, "  "};
                    default: inst = "illegal instruction";           
                    endcase
            end
            5'b00000: inst = {" lw",I_Type, "   "};
            5'b01000: inst = {" sw",S_Type, "   "};
            5'b11000: begin
                case(code[14:12])
                    3'b000: inst = {"beq",SB_Type, "   "};
                    3'b001: inst = {"bne",SB_Type, "   "};
                    3'b100: inst = {"blt",SB_Type, "   "};
                    default: inst = "illegal instruction";           
                endcase
            end
            5'b11011: inst = {"jal", UJ_Type, "  "};
            5'b11001: inst = {"jalr", I_Type, "  "};
            5'b00100: begin 
                case(code[14:12])                                    
                    3'b000: inst = {"addi", I_Type, "  "};
                    3'b111: inst = {"andi", I_Type, "  "};
                    3'b110: inst = {"ori", I_Type, "  "};
                    3'b010: inst = {"slti", I_Type, "  "};
                    3'b011: inst = {"sltiu", I_Type};
                    3'b101: inst = {"srli", I_Type, "  "};
                    3'b001: inst = {"slli", I_Type, "  "};
                    3'b100: inst = {"xori", I_Type, "  "};
                    default: inst = "illeillegal instruction";       
                endcase
            end
            5'b01101: inst = {"lui", U_Type, "  "};
            default:  inst = "illegal instruction";                  
        endcase  
    end
    function [7:0] num2str;
		input [3:0] number;
		begin
			if (number < 10)
				num2str = "0" + number;
			else
				num2str = "A" - 10 + number;
		end
	endfunction
endmodule
$ cat run.sh
#!/bin/bash
# OpenROAD 26Q1-2900-gdf79404cd8, Yosys 0.63+post, stock flow scripts
make -C /OpenROAD-flow-scripts/flow DESIGN_CONFIG=/design/flow/config.mk WORK_HOME=/design/flow/orfs finish
==> results.cfg <==
; flow metrics
[run_status]
status = complete, no violations

[sta]
slew_headroom_pct = 20.71
timing.final.crit_share_pct = 91.77
slew_viol_final = 0
tightest_slew_ps = 1183
rsz0062_at_grt = no
setup_viol = 0
hold_violations = 0
finalSetupTns_ps = 0
fmax_mhz = 122.4
layout_min_cycle_time_ps = 8167

[yosys]
yosys_cells = 772
ys_top_cells_by_area = a21oi_1 (7.8%), nor2_1 (6.0%), ha_1 (5.9%), o21ai_0 (5.8%), buf_4 (4.8%)
common_cells = nor2_1 (75), a21oi_1 (73), nand2_1 (58), o21ai_0 (54), clkbuf_1 (52)
syn_inst = 772
synth.most_common_cell = nor2_1
avgSynthCellArea_um2 = 6.086
synth_area_leader_cell = a21oi_1
ys_chip_area_um2 = 4698
netlist_area_um2 = 4698
synth_cell_type_count = 73
ys_seq_share_pct = 0
top_area_share_pct = 7.776
yosys_warnings = 1

[global_routing]
grt_pass1_vias = 6801
grt_start_max_net_pins = 40
antenna_found_initial = 0
grt.total_usage_pct = 52.82
grt_pass1_wl_um = 38850
grt_overflow = 0

[worst_hold_path]
min_from = code[1]
min_delay_path_depth = 5
hold_end = inst[114]
hold_class = in2out

[detailed_routing]
antenna_cells = 0
viasPerCell = 7.590
drt_iter0_drc = 1269
drc = 0
ant_nets = 0
via_count = 7491
routed_wl_um = 26310
dr.pass1.iters = 8
drt-wirelength-per-cell_um = 26.66

[power]
pwr-share-comb_pct = 100.0
finalPower_w = 0.0002967
vdd_drop_max_uv = 33.12
switching_power_w = 0.0001688
leakage_nw = 2.232
sequentialPowerShare_pct = 0
p_int_w = 0.0001279
clockPowerShare_pct = 0
p_sw_share_pct = 56.90
power_density_nw_per_um2 = 48.10

[final_layout]
regArea_um2 = 0
area_growth_pct = 31.26
drive_gt1_share_pct = 4.795
num-fill-cells = 783
comb_area_um2 = 4158
clkbuf_count = 0
flop-count = 0

[die]
fp_util_pct = 51.33
dieArea_um2 = 9788
row_count = 35
pin_count = 184
coreArea_um2 = 9153
die_w_um = 98.94
die_h_um = 98.94

[clock_network]
cts_resized = 0
hold_buffers = 0
post_cts_buffers = 0

[worst_setup_path]
end_kind = primary output
start_kind = input pin
arrival_ps = 6390
cp_max_fo = 23
worstSetupPathType = in2out
cp.required_ps = 7120

[placement]
port_buffers = 158
gp_congestion = 1.176
place_hpwl_um = 18990

[job]
openroad.warnings = 42
maxCapViolCount = 0
==> worst max-delay path by stage <==
stage,cells after the start,slack [ps],endpoint,start
6_report,9,730,inst[62],code[13]
5_1_grt,9,770,inst[19],code[13]
4_1_cts,9,1090,inst[50],code[13]
==> layer usage <==
metal	global-route usage, %	routed length [um]	vias up
met4	30.65	2363	0
li1	-	-	3098
met1	68.84	9282	3306
met5	0	0	-
met2	70.63	9834	852
met3	24.60	4832	235
==> power by group through the flow <==
stage	registers [W]	logic (W)	clock network [W]
CTS	0	0.000280	0
global route	0	0.000309	0
finish	0	0.000297	0
==> placed cells by master, fill, tap and decap left out, drive strengths merged, types with 7 or more instances in the layout <==
| cell type | count |
|---|---|
| inv | 32 |
| a21oi | 73 |
| nand3 | 30 |
| nor2b | 18 |
| a22oi | 11 |
| o21a | 7 |
| o211ai | 17 |
| nor3 | 24 |
| xnor2 | 13 |
| clkdlybuf4s50 | 158 |
| nor2 | 78 |
| a222oi | 7 |
| o22ai | 10 |
| a2111oi | 8 |
| nand2 | 58 |
| a31oi | 23 |
| ha | 22 |
| o221ai | 11 |
| o2111ai | 13 |
| a211oi | 15 |
| o21ai | 61 |
| conb | 26 |
| a221oi | 11 |
| nand4 | 13 |
| buf | 22 |
| nand2b | 9 |
==> cell type report <==
| cell class | instances | share of cell area [%] |
|---|---|---|
| Multi-Input combinational cell | 663 | 67.42 |
| Timing Repair Buffer | 180 | 28.32 |
| Tap cell | 111 | 2.252 |
| Inverter | 33 | 2.009 |
==> kinds of logic after synthesis <==
| group | synth area share [%] |
|---|---|
| adders and majority gates | 5.859 |
| buffers and inverters | 13.56 |
| AOI/OAI and AO/OA | 44.45 |
| other | 0.1598 |
| xor gates and xnor gates | 2.983 |
| muxes | 1.545 |
| and+or+nand+nor | 31.45 |
==> stage by stage <==
step | hold slack, ps | std cells | cell area [um2] | utilization (%) | setup WS [ps]
floorplan | 3672 | 796 | 4788 | - | 2850
global placement | 4775 | 987 | 6167 | 67.38 | 1105
detailed placement | 4785 | 987 | 6167 | 67.38 | 1078
CTS | 4792 | 987 | 6167 | 67.38 | 1088
global route | 4886 | 987 | 6167 | 67.38 | 770.6
finish | 4796 | 987 | 6167 | 67.38 | 732.8
==> critical path, cell delays in order <==
cell             delay, ps
clkdlybuf4s50_1       1060
inv_1                  310
ha_1                   480
or4b_4                 580
a211oi_4               400
o21ai_2                350
nor2_2                 660
o2111ai_1              260
clkdlybuf4s50_1        480
Power and IR drop assume default switching activity.
