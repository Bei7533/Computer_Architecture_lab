**/design/flow/run.sh**
```bash
#!/bin/bash
# OpenROAD 26Q1-2900-gdf79404cd8, Yosys 0.63+post, stock flow scripts
make -C /OpenROAD-flow-scripts/flow DESIGN_CONFIG=/design/flow/config.mk WORK_HOME=/design/flow/orfs finish
```
**/design/flow/config.mk**
```make
export PLATFORM = sky130hd
export DESIGN_NAME = ExceptionUnit
export DESIGN_NICKNAME = ExceptionUnit
export VERILOG_FILES = /design/flow/design.v
export SDC_FILE = /design/flow/constraint.sdc
export NUM_CORES = 4
export LEC_CHECK = 1
export CORE_UTILIZATION = 50
```
**/design/flow/constraint.sdc**
```tcl
current_design ExceptionUnit

set clk_period 9.4
set clk_io_pct 0.2

create_clock -name clk0 -period $clk_period [get_ports {clk}]

set non_clock_inputs [all_inputs -no_clocks]
set_input_delay [expr $clk_period * $clk_io_pct] -clock clk0 $non_clock_inputs
set_output_delay [expr $clk_period * $clk_io_pct] -clock clk0 [all_outputs]
```
**/design/flow/design.v**
```verilog
`timescale 1ns / 1ps
module CSRRegs(
    input clk, rst,
    input[11:0] raddr, waddr,
    input[31:0] wdata,
    input csr_w,
    input[1:0] csr_wsc_mode,
    input[1:0] modifymip,
    input change,
    output[31:0] rdata,
    output sinterrupt,
    output[31:0] mstatus,
    output[31:0] mie
);
    reg[31:0] CSR [0:15];
    wire raddr_valid = raddr[11:7] == 5'h6 && raddr[5:3] == 3'h0;
    wire[3:0] raddr_map = (raddr[6] << 3) + raddr[2:0];
    wire waddr_valid = waddr[11:7] == 5'h6 && waddr[5:3] == 3'h0;
    wire[3:0] waddr_map = (waddr[6] << 3) + waddr[2:0];
    assign mstatus = CSR[0];
    assign mie = CSR[4];
    assign sinterrupt = CSR[1][0];
    assign rdata = CSR[raddr_map];
    always@(posedge clk or posedge rst) begin
        if(rst) begin
			CSR[0] <= 32'h88;
			CSR[1] <= 0;
			CSR[2] <= 0;
			CSR[3] <= 0;
			CSR[4] <= 32'hfff;
			CSR[5] <= 0;
			CSR[6] <= 0;
			CSR[7] <= 0;
			CSR[8] <= 0;
			CSR[9] <= 0;
			CSR[10] <= 0;
			CSR[11] <= 0;
			CSR[12] <= 0;
			CSR[13] <= 0;
			CSR[14] <= 0;
			CSR[15] <= 0;
		end
        else if(csr_w || change) begin
            if(csr_w) begin
                case(csr_wsc_mode)
                    2'b01: CSR[waddr_map] = wdata;
                    2'b10: CSR[waddr_map] = CSR[waddr_map] | wdata;
                    2'b11: CSR[waddr_map] = CSR[waddr_map] & ~wdata;
                    default: CSR[waddr_map] = wdata;
                endcase
            end
            if(change) begin
                case(modifymip)
                    2'b00: begin
                        CSR[4] <= 32'hfff;
                    end
                    2'b01: begin
                        CSR[4] <= 32'hf7f;
                        if(~(|CSR[12])) CSR[12] <= CSR[9];
                        else begin
                            CSR[9] <= CSR[12];
                            CSR[12] <= 0;
                        end
                    end
                    2'b10: begin
                        CSR[4] <= 32'hf77;
                        if(~(|CSR[13])) CSR[13] <= CSR[9];
                        else begin
                            CSR[9] <= CSR[13];
                            CSR[13] <= 0;
                        end
                    end
                    2'b11: begin
                        CSR[4] <= 32'h777;
                        if(~(|CSR[14])) CSR[14] <= CSR[9];
                        else begin
                            CSR[9] <= CSR[14];
                            CSR[14] <= 0;
                        end
                    end
                endcase
            end
        end
    end
endmodule
`timescale 1ns / 1ps
module ExceptionUnit(
    input clk, rst,
    input csr_rw_in,
    input[1:0] csr_wsc_mode_in,
    input csr_w_imm_mux,
    input[11:0] csr_rw_addr_in,
    input[31:0] csr_w_data_reg,
    input[4:0] csr_w_data_imm,
    output[31:0] csr_r_data_out,
    input ebreak_m,
    input illegal_addr,
    input interrupt,
    input illegal_inst,
    input l_access_fault,
    input s_access_fault,
    input ecall_m,
    input mret,
    input[31:0] epc_cur,
    input[31:0] epc_next,
    output[31:0] PC_redirect,
    output redirect_mux,
    output reg_FD_flush, reg_DE_flush, reg_EM_flush, reg_MW_flush, 
    output RegWrite_cancel
);
    reg[11:0] csr_raddr, csr_waddr;
    reg[31:0] csr_wdata;
    reg csr_w;
    reg[1:0] csr_wsc, modifymip;
    wire[31:0] mstatus, mie;
    wire exception, trap_in,sinterrupt;
    reg change;
    CSRRegs csr(.clk(clk),.rst(rst),.csr_w(csr_w),.raddr(csr_raddr),.waddr(csr_waddr),.modifymip(modifymip),.change(change),
        .wdata(csr_wdata),.rdata(csr_r_data_out),.mstatus(mstatus),.mie(mie),.sinterrupt(sinterrupt),.csr_wsc_mode(csr_wsc));
    parameter MSTATUS = 12'h300; 
    parameter MTVEC   = 12'h305; 
    parameter MEPC    = 12'h341; 
    parameter MCAUSE  = 12'h342; 
    parameter MTVAL   = 12'h343; 
    parameter MIE     = 12'h304; 
    parameter MSIP    = 12'h301; 
    parameter state_idle = 2'b00;
    parameter state_mepc = 2'b01;
    parameter state_mcause = 2'b10;
    assign exception = illegal_inst | l_access_fault | s_access_fault | ecall_m | ebreak_m | illegal_addr;
    assign trap_in = mstatus[3] & ((interrupt & mie[11]) | (sinterrupt & mie[3]) | exception);
    reg[1:0] cur_state = 2'b00;
    reg[1:0] next_state = 2'b00;
    reg[31:0] epc_record, cause_record;
    assign reg_FD_flush = reg_FD_flush_;
    assign reg_DE_flush = reg_DE_flush_;
    assign reg_EM_flush = reg_EM_flush_;
    assign reg_MW_flush = reg_MW_flush_;
    assign reg_FD_flush_ = ((cur_state==state_idle) & (trap_in | mret)) | (cur_state==state_mepc);
    assign reg_DE_flush_ = (cur_state==state_idle) & (trap_in | mret);
    assign reg_EM_flush_ = (cur_state==state_idle) & (trap_in | mret);
    assign reg_MW_flush_ = (cur_state==state_idle) & trap_in;
    assign RegWrite_cancel = RegWrite_cancel_;
    assign RegWrite_cancel_ = (cur_state==state_idle) & exception;
    assign PC_redirect = csr_r_data_out;
    assign redirect_mux = ((cur_state==state_idle) & mret) | (cur_state==state_mepc);
    always @(posedge clk or posedge rst) begin
        if(rst) begin
            epc_record <= 0;
            cause_record <= 0;
        end
        else begin
            cur_state <= next_state;
            if (cur_state == state_idle) begin
                if(exception) begin
                    epc_record <= epc_cur;
                    if(illegal_inst) begin
                        cause_record <= 32'h2;
                    end
                    else if(l_access_fault) begin
                        cause_record <= 32'h5;
                    end
                    else if(s_access_fault) begin
                        cause_record <= 32'h7;
                    end
                    else if(ecall_m) begin
                        cause_record <= 32'hb;
                    end
                end
                else begin
                        if(interrupt) begin
                            epc_record = epc_next;
                            cause_record = 32'h8000000b;
                        end
                        else if(sinterrupt) begin
                            epc_record = epc_next;
                            cause_record = 32'h80000003;
                        end
                    end             
            end
        end
    end
    always @(*) begin
        csr_w = 1'b0;
        change = 1'b0;
        case(cur_state)
            state_idle:begin
                if(trap_in) begin
                    csr_w = 1'b1;
                    csr_wdata = {mstatus[31:8], mstatus[3], mstatus[6:4], 1'b0, mstatus[2:0]};
                    csr_waddr = MSTATUS;
                    csr_wsc = 2'b01;
                    next_state = state_mepc;
                    if(interrupt) begin
                        modifymip = 2'b11;
                    end
                    else if(sinterrupt) begin
                        modifymip = 2'b10;
                    end
                end
                else if(mret)begin
                    csr_w = 1'b1;
                    csr_wdata = {mstatus[31:8], 1'b1, mstatus[6:4], mstatus[7], mstatus[2:0]};
                    csr_waddr = MSTATUS;
                    change = 1'b1;
                    if(sinterrupt & ~mie[11]) begin
                        modifymip = 2'b10;
                    end
                    else if (~mie[11]) begin
                        modifymip = 2'b00;
                    end
                    else if (sinterrupt) begin
                        modifymip = 2'b00;
                        csr_waddr = MSIP;
                        csr_wdata = 32'b0;
                    end
                    csr_wsc = 2'b01;
                    csr_raddr = MEPC;
                    next_state = state_idle;
                end 
                else if(csr_rw_in)begin
                    csr_w = 1'b1;
                    csr_waddr = csr_rw_addr_in;
                    if(csr_waddr == MEPC && csr_wsc_mode_in == 2'b01)change = 1'b1;
                    csr_raddr = csr_rw_addr_in;
                    if(csr_w_imm_mux)begin
                        csr_wdata = csr_w_data_imm;
                        csr_wsc = 2'b10;
                    end
                    else begin
                        csr_wdata = csr_w_data_reg;
                        csr_wsc = csr_wsc_mode_in;
                    end
                    next_state = state_idle;
                end
                else begin
                    next_state = state_idle;
                end
            end
            state_mepc:begin
                csr_w = 1'b1;
                csr_waddr = MEPC;
                csr_wdata = epc_record;
                csr_wsc = 2'b01;
                next_state = state_mcause;
                csr_raddr = MTVEC;
            end
            state_mcause:begin
                csr_w = 1'b1;
                csr_waddr = MCAUSE;
                csr_wdata = cause_record;
                csr_wsc = 2'b01;
                next_state = state_idle;
            end
            default:begin
                next_state = state_idle;
            end
        endcase
    end
endmodule
```
==> run summary <==
Implementation status.

- The highest achievable clock rate is approximately 140 MHz.
- According to the report, the first pass of detailed routing completed in 12 iterations.
- The number of hold-repair buffers added at the cts stage is 0.
- The maximum vdd ir drop is just over 0.0002 V.
- In this run the horizontal extent of the chip is between 200 and 300 um.
- The detailed router finished its first iteration with approximately 6100 violations.
- The reg-to-reg startpoint is cur_state[1].
- Yosys stat counts ~4000 cells in the synthesized netlist.
- The total routed wirelength is about 210 mm.
- Note, the detailed placer reported a final HPWL of 135.6 mm.
- The dominant cell type by area after synthesis is sky130_fd_sc_hd__dfrtp_1.
- The average routed wire per standard cell is about 42 um.
- The number of warnings reported in the yosys synthesis log is 8.
- The die height is 263.4 um.
- The area of the chip is 69370 sq um.
- The core region is a little under 70000 sq um.
- The tool warning count is between 40 and 50.
- For met3 alone, demand over resource in global routing was 0.4621.
- The number of antenna violations at the first check in global routing is 31.
- After global routing the overflow that remains totals 0.
- In this run, distinct cell masters in the synthesized netlist total ~95.
- Dividing the final minimum period by the clock period gives 0.7497.
- The script parses the final routing iteration and logs DRC violations as 0.
- The filler cell count in the final layout is between 5000 and 6000.
- 44 endpoints have no timing constraint.
- The floorplan has ~95 rows.
- The areal power density over the cells is between 200 and 250 nW/um^2.
- The routing usage on met2 is 0.7889.
- The number of levels the H-tree was split into is 2.
- The measured slew at the worst slew-check pin is 1.417 ns.
- Per the post-synthesis report, the number of cells in the design is 4036.
- The clock reaches the later pin of the worst-skew pair after around 0.67 ns.
- The dominant synthesized flop cell is sky130_fd_sc_hd__dfrtp_1.
- The final timing report lists a hold violation count of 0.
- Per the post-route antenna check, the number of violating nets is 0.
- The number of buffers inserted by port buffering is roughly 200.
- The clock tree from TritonCTS is built.
- The type of the most critical hold path is flop to flop.
- The via count of the first global-routing pass came to around 38000.
- The number of top-level pins is slightly below 200.
- Yosys reports a chip area of about 34000 sq um.
- The routing usage on met1 is 0.7048.
- The worst-case max-slew headroom was logged as 0.05559.
- The share of synthesized area in the top cell type comes to 0.3919.
- The register-to-register path setup slack is about 3.7 ns.
- The number of gates resized after cts is 0.
- The capturing point of the worst reg2reg path is csr.CSR[9][4].
- For reference, the most critical setup path is categorized as input pin to flop.
- The mapped netlist covers 34160 sq um.
- The flow measured a signed area growth from synthesis to layout of 14.90%.
- The timer found between 40 and 50 register pins that no clock reaches; their paths are not timed.
- Sorting the synthesized cells by area gives the leading types as sky130_fd_sc_hd__dfrtp_1 39%, sky130_fd_sc_hd__o21ai_0 8.0%, sky130_fd_sc_hd__a22oi_1 7.0%, sky130_fd_sc_hd__nand2_1 6.4%, sky130_fd_sc_hd__a21oi_1 3.3%.
- The worst path required time is roughly 10 ns.
- The smallest hold slack is 0.4880 ns.
- The mean cell area of the mapped netlist is 8.465 sq um.
- STA classifies the critical path endpoint as a flop.
- The number of clock buffers inserted by TritonCTS is 60.
- The max-capacitance violation count is 0.
- The final critical-path required period is between 7 and 8 ns.
- Entering global routing, the biggest net connects ~130 pins.
- The worst setup path is launched from an input pin.
- For reference, the clock transition at the flip-flops on the worst setup and hold paths is roughly 0.06 ns.
- The leakage power total is between 15 and 20 nW.
- The fraction of synthesis flops using an asynchronous set or reset pin is 0.9227.
- The number of setup buffers added after CTS is 0.
- The critical path data arrival time is ~7.6 ns.
- Per STA, the endpoint of the critical path is csr.CSR[9][4].
- Setup repair after global routing left no endpoint under its margin.
- At the end of routability-driven placement, the weighted congestion stood at 1.147.
- CTS reports a maximum clock tree buffer depth of 3.
- Yosys reported a register bit count of just under 600.
- The setup TNS is 0 ns.
- For the final database, setup skew stands at about 0.033 ns.
- The total routing resource utilization after global routing is 0.6264.
- The root buffer selected by CTS is sky130_fd_sc_hd__clkbuf_16.
- In this run, synthesis inferred 2 flip-flops with an integrated enable.
- In the final layout, the share of cells above drive strength 1 is 0.1061.
- Per the detailed placement report, the placed cell area equals between 30000 and 40000 sq um.
- The final number of setup-violating endpoints is 0.
- The via count of the routed design is 39789.
- The number of vias per cell after detailed routing is roughly 7.9.
- For reference, the final report shows the max-slew violation count at 0.
- The run finished with clean final reports.
- The final report gives the standard cell area, fillers excluded, as just under 40000 sq um.
- In the floorplan report the effective utilization is 0.5069.
- The timing startpoint of the critical path is l_access_fault.
- The most crowded layer after global routing is met2.
- The count of cells along the worst register-to-register path is 17.
- STA lists the maximum fanout along the critical path as 32.
- The first global-routing pass estimated 289.7 mm of wire.
worst min-delay path by stage:
stage	startpoint	endpoint	depth (start not counted)
finish	cause_record[31]	cause_record[31]	2
global route	cause_record[31]	cause_record[31]	2
CTS	cause_record[31]	cause_record[31]	2
power by group:
group | switching, mW | internal [mW]
sequential | 0.894 | 2.94
combinational | 1.97 | 1.02
clock | 1.09 | 1.57
total | 3.95 | 5.53
final cells by class:
cell class / count / area, sq um / share of cell area
Multi-Input combinational cell: 2991 / 17890 / 0.4558
Sequential cell: 595 / 14490 / 0.3692
Timing Repair Buffer: 379 / 3373 / 0.08594
Clock buffer: 79 / 1694 / 0.04316
Tap cell: 873 / 1092 / 0.02783
Clock inverter: 30 / 464.2 / 0.01183
Inverter: 35 / 135.1 / 0.003443
Antenna cell: 44 / 110.1 / 0.002805
routing by layer:
layer / up-vias / part of all wire
met5: - / 0.0046
met2: 4368 / 0.38
li1: 15169 / -
met1: 18736 / 0.33
met3: 1481 / 0.19
met4: 35 / 0.10
cell usage after synthesis, types with 23 or more instances:
cell type                  count
sky130_fd_sc_hd__inv_1        31
sky130_fd_sc_hd__a211oi_1     31
sky130_fd_sc_hd__nand3b_1     24
sky130_fd_sc_hd__o21ai_1      29
sky130_fd_sc_hd__a21oi_1     228
sky130_fd_sc_hd__nand4_1      48
sky130_fd_sc_hd__o31ai_1      33
sky130_fd_sc_hd__nor2_1      270
sky130_fd_sc_hd__nor3_1       40
sky130_fd_sc_hd__o22ai_1      62
sky130_fd_sc_hd__o22a_1       36
sky130_fd_sc_hd__a221oi_1     50
sky130_fd_sc_hd__a31oi_1      23
sky130_fd_sc_hd__a22o_1       39
sky130_fd_sc_hd__a22oi_1     319
sky130_fd_sc_hd__o21ai_0     548
sky130_fd_sc_hd__nand2_1     585
sky130_fd_sc_hd__nand3_1      64
sky130_fd_sc_hd__o211ai_1     30
sky130_fd_sc_hd__mux2i_1      83
sky130_fd_sc_hd__clkbuf_1    281
sky130_fd_sc_hd__dlxtn_1      44
sky130_fd_sc_hd__buf_2        45
sky130_fd_sc_hd__buf_4        52
sky130_fd_sc_hd__o221ai_1     44
sky130_fd_sc_hd__dfrtp_1     535
cell families after synthesis:
group,Yosys count,synth area share
AND-OR/OR-AND,1651,0.3171
AND/OR/NAND/NOR,1233,0.1655
flip-flops,551,0.4044
buffers and inverters,450,0.06076
multiplexers,103,0.03135
latches,44,0.01934
adder cells (fa/ha/maj),4,0.001465
state kept, by name, indices dropped and copies added, names as in the netlist:
| signal | flops |
|---|---|
| cause_record | 5 |
| csr.CSR | 512 |
| csr_raddr | 4 |
| csr_waddr | 4 |
| csr_wdata | 32 |
| csr_wsc | 2 |
| cur_state | 2 |
| epc_record | 32 |
| modifymip | 2 |
cell usage in the layout (no fill, tap or decap), types with 48 or more instances in the layout:
master                              n
sky130_fd_sc_hd__clkdlybuf4s50_1  196
sky130_fd_sc_hd__nor2_1           255
sky130_fd_sc_hd__a22oi_1          319
sky130_fd_sc_hd__nand4_1           48
sky130_fd_sc_hd__buf_4            180
sky130_fd_sc_hd__dfrtp_1          535
sky130_fd_sc_hd__a21oi_1          228
sky130_fd_sc_hd__nand2_1          576
sky130_fd_sc_hd__clkbuf_16         61
sky130_fd_sc_hd__o21ai_0          547
sky130_fd_sc_hd__a221oi_1          50
sky130_fd_sc_hd__nand3_1           58
sky130_fd_sc_hd__o22ai_1           62
sky130_fd_sc_hd__mux2i_1           83
critical path, stage by stage:
cell and delay, ns:
sky130_fd_sc_hd__clkdlybuf4s50_1 0.50, sky130_fd_sc_hd__nor4_2 0.72, sky130_fd_sc_hd__and4_1 0.59, sky130_fd_sc_hd__nor3_2 0.19, sky130_fd_sc_hd__nand2_1 0.35, sky130_fd_sc_hd__a2111oi_0 0.13
sky130_fd_sc_hd__a211o_1 0.37, sky130_fd_sc_hd__a2111oi_1 0.84, sky130_fd_sc_hd__nand4_1 0.27, sky130_fd_sc_hd__or4_4 0.90, sky130_fd_sc_hd__mux2i_4 0.30, sky130_fd_sc_hd__o21ai_2 0.09
sky130_fd_sc_hd__buf_4 0.24, sky130_fd_sc_hd__o22ai_1 0.20
per-stage QoR:
stage / power [mW] / worst slack (ns) / utilization / std cells
after floorplan: 4.979 / -2.028 / - / 4036
after global placement: 6.483 / 1.991 / 0.5488 / 4873
after detailed placement: 6.522 / 1.822 / 0.5488 / 4873
after CTS: 9.159 / 2.465 / 0.5808 / 4982
after global routing: 9.615 / 2.215 / 0.5811 / 4991
final: 9.472 / 2.353 / 0.5824 / 5026
Power figures rest on the tool's default switching activity, not on a simulated workload.
